### flow/design.v
`timescale 1ns / 1ps
module SPI_Master(
output reg [7:0] out_data,
output mosi,
output  miso,
output sclk,
output [7:0] mastershift,
output [7:0] slaveshift,
input clk,
input cs,
input wr,
input rd,
input [7:0] in_data,
input [1:0] div
);
reg busy =0;
reg sclk =0;
reg [4:0] sclk_cnt=0;
reg [4:0] div_cnt=4'b0001;
reg [7:0] mastershift;
reg [7:0] slaveshift;
reg out;
reg miso = 0;
reg mosi = 0;
wire mosi_buf;
wire miso_buf;
wire [4:0]clk_div;
assign mosi_buf = mastershift[7];
assign miso_buf = slaveshift[7];
assign clk_div = (div==0)? 2: ((div==1)? 4: ((div==2)? 8: 16));
always @(posedge sclk) 
begin	
	mosi = mosi_buf;
	miso = miso_buf;
	mastershift = (mastershift<<1) | miso;	
	slaveshift = (slaveshift<<1) | mosi;
end
always @(posedge clk) 
begin
	if (!busy)
		begin
			if (cs && wr)
			begin			
				mastershift <= in_data;
				slaveshift <= 8'b0;
				busy<=1;
				out <=0;
			end
			else 
				if (cs && rd)
				begin
					busy<=1;					
					out <=1;					
				end
		end
	else
		begin
			if (!out) out_data <= 8'bxxxxxxxx;
			div_cnt<=div_cnt+1;
			if (div_cnt>=clk_div)
			begin
				div_cnt<=1;
				sclk<=!sclk;
				if (!sclk) sclk_cnt<=sclk_cnt+1;
				if (sclk_cnt==8) 
				begin
					busy<=0;
					sclk_cnt<=0;					
					if (out) out_data<=mastershift;
				end
			end
		end
end
endmodule
### flow/run.sh
#!/bin/bash
# OpenROAD 26Q1-2900-gdf79404cd8, Yosys 0.63+post, stock flow scripts
make -C /OpenROAD-flow-scripts/flow DESIGN_CONFIG=/design/flow/config.mk WORK_HOME=/design/flow/orfs finish
### flow/config.mk
export PLATFORM = sky130hd
export DESIGN_NAME = SPI_Master
export DESIGN_NICKNAME = SPI_Master
export VERILOG_FILES = /design/flow/design.v
export SDC_FILE = /design/flow/constraint.sdc
export NUM_CORES = 4
export LEC_CHECK = 1
export CORE_AREA = 10 10 70 70
export DIE_AREA = 0 0 80 80
### flow/constraint.sdc
current_design SPI_Master

set clk_period 1.8
set clk_io_pct 0.2

create_clock -name clk0 -period $clk_period [get_ports {clk}]

set non_clock_inputs [all_inputs -no_clocks]
set_input_delay [expr $clk_period * $clk_io_pct] -clock clk0 $non_clock_inputs
set_output_delay [expr $clk_period * $clk_io_pct] -clock clk0 [all_outputs]
==> flow_summary.toml <==
# flow metrics
[worst_setup_path]
r2r_start = "div_cnt[3]"
crit_type = "in2reg"
slowest_delay_ns = 0.30
required_ns = 1.78
path_cells = "dlygate4sd2_1 -> nand2b_1 -> ha_1 -> nand4_1 -> or2_0 -> nand3_2 -> o211a_4"
r2r-end = "sclk_cnt[0]"
crit_slowest_cell = "ha_1"
ff2ff_path_depth = 5
reg2reg_slack_ns = 0.10
cp_max_fo = 5
startpoint_type = "input pin"
critPathCaptureType = "register"
cp.arrival_ns = 1.70

[synthesis]
ys_cells = 86
ff_type = "edfxtp_1"
synth_seq_share_pct = 39.5
top_area_share_pct = 37.2
largest_area_cell = "edfxtp_1"
ys_area_sq_um = 887
syn_avg_cell_area_sq_um = 10.3
common_cells = "26 x buf_4, 11 x edfxtp_1, 9 x nor2_1, 7 x ha_1"
numSynthFlops = 12
synth_cells = 86
synth_cell_type_count = 24
top_cell = "buf_4"
edf_count = 11
synth_area_sq_um = 887
synthArstFlopShare_pct = 0
area_leaders = "edfxtp_1 37%, buf_4 22%, ha_1 9.9%, nor2_1 3.8%, xnor2_1 3.0%"
ys_warn_count = 33

[placement]
dpl_cell_area_sq_um = 948
portBuffers = 6
gp_congestion = 0.781
dp_cells = 143
place_ws_ns = -0.476
dp.final_hpwl_um = 1240

[cts]
ctsLongestPathBuffers = 2
root_buffer = "clkbuf_4"
cts_tree = "done"
path_clk_slew_ns = 0.07
cts_sinks = 12
insertion_delay_ns = 0.27
h-tree-depth = 1
cts_buffers = 3
post_cts_buffers = 0

[min_path]
worst_hold_path.endpoint = "sclk_cnt[4]"
min_delay_path_depth = 1
hold_path_startpoint = "sclk_cnt[4]"
hp-class = "reg2reg"

[global_route]
first_global_vias = 624
grt_max_degree = 10
grt_pass1_wl_um = 2690
antenna_found_initial = 0
track_usage_pct = 5.10
gr-total-overflow = 0

[die]
initCoreUtil_pct = 26.0
die_height_um = 80
io_pins = 41
die_w_um = 80
chipArea_sq_mm = 0.00640
rows = 21
core_sq_mm = 0.00342

[drt]
diodes = 0
dr_total_vias = 535
wirelength_um = 1570
wl_per_cell_um = 10.7
dr.pass1.iters = 3
drt_iter0_drc = 11
via_per_inst = 3.64
drc = 0
ant_nets = 0

[pwr]
vdd_ir_drop_max_mv = 0.781
p_leak_nw = 0.453
power_density_mw_per_mm2 = 1380

[sta]
clock.fmax_ghz = 0.581
setup_violations = 0
layout_setup_ws_ns = 0.0787
clock_skew_ns = 0.00642
hold_violations = 0
fin_crit_sh_pct = 95.6
fin_crit_ns = 1.72
grt_setup_unrepaired = "no"
drv_slew = 0

[job]
drv_cap = 0
log.warning_count = 34

[status]
outcome = "completed"

[layout]
final_core_util_pct = 29.3
final_area_sq_mm = 0.00100
drive_gt1_share_pct = 15.8
syn2layout_area_growth_pct = 13.0
final_cells = 147
[layer usage]
metal,GRT usage (%),wire length [um],vias to the layer above
met5,0,0,-
met3,2.84,137,2
li1,-,-,265
met4,0.704,21,0
met1,6.18,714,246
met2,7.95,695,22
[stage by stage]
stage                     setup TNS [ns]  total power [mW]  hold slack [ns]
after floorplan                        0             0.988            0.507
after global placement             -4.13              1.14            0.570
after detailed placement           -4.45              1.16            0.574
after CTS                              0              1.41            0.598
after global routing                   0              1.53            0.629
final                                  0              1.39            0.589
[cells in the final DEF (no fill, tap or decap), drive strengths merged, types with 2 or more instances in the layout]
| cell | count |
|---|---|
| buf | 6 |
| clkbuf | 4 |
| clkdlybuf4s50 | 4 |
| conb | 26 |
| dlygate4sd2 | 2 |
| edfxtp | 11 |
| ha | 7 |
| inv | 5 |
| nand2b | 2 |
| nand3 | 6 |
| nor2 | 9 |
| nor2b | 2 |
| xnor2 | 3 |
| xor2 | 3 |
[repair_timing]
| item | in CTS | in global routing |
|---|---|---|
| setup endpoints to repair | 10 | 0 |
| hold buffers | 0 | 0 |
| resized | 4 | 0 |
[report_power, final]
group | switching [mW] | internal [mW]
registers | 0.110 | 0.506
clock network | 0.0866 | 0.123
logic | 0.256 | 0.305
[cell type report]
type / count / area (sq um)
Clock buffer: 4 / 36.3
Fill cell: 360 / 2410
Tap cell: 46 / 57.6
Timing Repair Buffer: 12 / 103
Inverter: 5 / 18.8
Multi-Input combinational cell: 68 / 437
Sequential cell: 12 / 350
[registers in the layout (all words and copies together), names as in the netlist]
signal / flops
sclk_cnt: 5
busy: 1
div_cnt: 5
sclk: 1
[how the worst max path moves through the flow]
stage	start	slack, ns	end
after CTS	div[1]	0.08	sclk_cnt[0]
after global routing	div[0]	0.01	sclk_cnt[2]
final	div[1]	0.08	sclk_cnt[0]
[worst max-delay path, delay by kind of cell]
kind,cells,cell delay [ns]
adders and majority gates,1,0.30
AOI/OAI and AO/OA,1,0.21
buffers and inverters,1,0.26
and+or+nand+nor,4,0.57
[cell families after synthesis]
kind of cell,after synthesis,synth area share (%)
AOI/OAI and AO/OA,5,4.65
adders and majority gates,7,9.87
xor gates and xnor gates,6,5.92
DFF,12,39.5
other,1,0.423
buffers and inverters,31,24.1
and+or+nand+nor,24,15.5
Power is estimated from default activity; no workload was simulated.
