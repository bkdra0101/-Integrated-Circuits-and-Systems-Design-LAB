[./design.v]
`timescale 1ns / 1ps
module Counter8bs
#(parameter N= 8)  
( input wire clk,reset,
 output wire [7:0]q
 );
reg [N-1:0] r_reg;
wire [N-1:0] r_next;
always @(posedge clk, posedge reset) 
 if (reset)
 r_reg<=0;
 else 
 r_reg<=r_next;
assign r_next = r_reg + 1;
assign q=r_reg;
endmodule
`timescale 1ns / 1ps
module FSM(
    input wire reset,clk,btn,
output wire [7:0] q
 );
wire tick;
button btn1(reset, clk,btn,tick);
Counter8bs counter(tick, reset,q);
endmodule
`timescale 1ns / 1ps
module button(
input wire reset,clk,btn,
output reg db
 );
localparam [2:0]
zero = 3'b000,
wait1_1 = 3'b001,
wait1_2 = 3'b010,
wait1_3= 3'b011,
one = 3'b100,
wait0_1= 3'b101,
wait0_2 = 3'b110,
wait0_3 = 3'b111;
localparam N = 13;
reg [N-1:0] q_reg;
wire [N-1:0] q_next;
wire m_tick;
reg [2:0] state_reg, state_next;
always @(posedge clk) 
q_reg <=q_next;
assign q_next = q_reg +1 ;
assign m_tick = (q_reg==0)?1'b1:1'b0;
always @(posedge clk, posedge reset)
if(reset)
state_reg <= zero;
else 
state_reg<= state_next;
always @*
begin state_next = state_reg; 
db = 1'b0;
case (state_reg)
zero: 
if(btn)
state_next = wait1_1;
wait1_1:
if (~btn)
state_next = zero;
else 
 if (m_tick)
state_next = wait1_2;
wait1_2:
if (~btn)
state_next = zero;
else 
 if (m_tick)
state_next = wait1_3;
wait1_3:
if (~btn)
state_next = zero;
else 
 if (m_tick)
state_next = one;
one:
begin
 db = 1'b1;
 if(~btn)
state_next = wait0_1;
 end
wait0_1:
 begin
db = 1'b1;
if (btn)
state_next = one;
else 
if (m_tick)
state_next = wait0_2;
end
wait0_2:
begin
db = 1'b1;
if (btn)
state_next = one;
else 
if (m_tick) 
state_next = wait0_3;
end
wait0_3:
begin 
db = 1'b1;
if(btn)
state_next = one;
else 
if (m_tick) 
state_next = zero;
end
default: state_next = zero;
endcase
end
endmodule
[./run.sh]
#!/bin/bash
# OpenROAD 26Q1-2900-gdf79404cd8, Yosys 0.63+post, stock flow scripts
make -C /OpenROAD-flow-scripts/flow DESIGN_CONFIG=/design/flow/config.mk WORK_HOME=/design/flow/orfs finish
[./config.mk]
export PLATFORM = sky130hd
export DESIGN_NAME = FSM
export DESIGN_NICKNAME = FSM
export VERILOG_FILES = /design/flow/design.v
export SDC_FILE = /design/flow/constraint.sdc
export NUM_CORES = 4
export LEC_CHECK = 1
export CORE_AREA = 10 10 92 92
export DIE_AREA = 0 0 102 102
[./constraint.sdc]
current_design FSM

set clk_period 3.3
set clk_io_pct 0.2

create_clock -name clk0 -period $clk_period [get_ports {clk}]

set non_clock_inputs [all_inputs -no_clocks]
set_input_delay [expr $clk_period * $clk_io_pct] -clock clk0 $non_clock_inputs
set_output_delay [expr $clk_period * $clk_io_pct] -clock clk0 [all_outputs]
==> flow_metrics.tcl <==
# flow metrics
set metrics [dict create \
    fin_crit_sh_pct 44.5 \
    setup_violations 0 \
    ys_area_mm2 0.00119 \
    clk_latency_ns 0.26 \
    yosysTopAreaCell "dfxtp_1" \
    grt_max_degree 17 \
    end_kind "flop" \
    p_int_mw 0.374 \
    area_leaders "dfxtp_1, dfrtn_1, dfrtp_1, xnor2_1, xor2_1" \
    unclocked_pins 8 \
    path_cells "inv_1 > ha_1 > nor4b_2 > and3_1 > mux2i_1" \
    edf_count 0 \
    io_pins 11 \
    antenna-diode-count 0 \
    cp_top_family "simple AND/OR/NAND/NOR gates" \
    grt_first_pass_wirelength_um 3250 \
    arrival_ns 1.65 \
    hold_violations 0 \
    untimed_endpoints 16 \
    cpPeakStageDelay_ns 0.38 \
    grt_pass1_vias 745 \
    wirelength_um 1760 \
    startpoint_type "flop" \
    drive_above_1_share_pct 10.3 \
    die_h_um 102 \
    postRouteAntennaNets 0 \
    first_pass_iters 4 \
    hold_class "flop to flop" \
    synthCells 102 \
    synthArstFlopShare_pct 55.2 \
    top_cell_area_share_pct 21.9 \
    drt-wirelength-per-cell_um 9.10 \
    hold-worst-slack_ns 0.440 \
    p_comb_share_pct 5.0 \
    grtUsageTotal_pct 3.71 \
    p_leak_nw 0.591 \
    relSlewSlack_pct 60.3 \
    viasPerCell 3.79 \
    tns_ns 0 \
    rows 29 \
    post-route-drc-count 0 \
    gp_congestion 0.748 \
    core_area_mm2 0.00646 \
    yosysCellCount 102 \
    antenna_found_initial 0 \
    die_x_um 102 \
    crit_type "flop to flop" \
    drtIter0Drc 23 \
    maxCapViolations 0 \
    clock_skew_ns 0.00290 \
    initCoreUtil_pct 18.4 \
    htree_levels 1 \
    ctsResizeCount 0 \
    io_buffers 10 \
    clockRootBuffer "clkbuf_8" \
    warning_count 26 \
    synth_cell_types 27 \
    clk_path_buf_depth 2 \
    pwr_density_cell_mw_per_mm2 329 \
    critPathMaxFanout 6 \
    slew_viol_final 0 \
    seq_power_share_pct 60.2 \
    power.switching_mw 0.0964 \
    chipArea_mm2 0.0104 \
    utilization_pct 22.1 \
    status "completed" \
    switching_share_pct 20.5 \
    peakVddDrop_uv 148 \
    synth_area_per_cell_um2 11.6 \
    area_delta_synth_final_pct 20.5 \
    grt_overflow 0 \
    flop_cell "dfxtp_1" \
    dpl.hpwl_um 1350 \
    ys_ff 29 \
    crit_buf_inv 1 \
    critPathSlowestCell "and3_1" \
    final.min_clock_period_ns 1.47 \
    critPathRequiredTime_ns 3.48 \
    worstMarginPinSlew_ns 0.595 \
    clkPwrFrac_pct 34.7 \
    fmax_ghz 0.681 \
    cts_tree "yes" \
    rsz0062_at_grt "false" \
    largest_reg_flops 13 \
    yosysWarnings 2 \
    synthesis.area_mm2 0.00119 \
    vias 731 \
    ys_seq_share_pct 55.8 \
    cts_buffers 3 \
    ctsHoldBuffers 0 \
    clk_pin_slew_worst_paths_ns 0.07 \
    postCtsSetupBuffers 0 \
]
## metrics by stage
step	worst slack (ns)	cells	power [mW]	instance area [um2]
2_1_floorplan	1.99	102	0.301	1190
3_3_place_gp	1.67	189	0.313	1380
5_1_grt	1.66	193	0.490	1430
4_1_cts	1.82	193	0.478	1430
6_report	1.83	193	0.470	1430
3_5_place_dp	1.66	189	0.313	1380
## power by group through the flow
stage / Sequential (mW) / Combinational (mW) / Clock, mW
6_report: 0.283 / 0.0237 / 0.163
5_1_grt: 0.284 / 0.0274 / 0.178
4_1_cts: 0.283 / 0.0246 / 0.170
## cell usage in the layout, fill, tap and decap left out
| cell type | netlist | final |
|---|---|---|
| and3_1 | 2 | 2 |
| and3_2 | 1 | 1 |
| and4_1 | 1 | 1 |
| buf_4 | 1 | 1 |
| clkbuf_8 | 0 | 3 |
| clkdlybuf4s50_1 | 0 | 10 |
| clkinv_2 | 0 | 1 |
| dfrtn_1 | 8 | 8 |
| dfrtp_1 | 7 | 7 |
| dfstp_2 | 1 | 1 |
| dfxtp_1 | 13 | 13 |
| ha_1 | 3 | 3 |
| inv_1 | 7 | 7 |
| mux2i_1 | 4 | 4 |
| nand2_1 | 11 | 11 |
| nand3_1 | 7 | 7 |
| nand3_2 | 1 | 1 |
| nand4_1 | 1 | 1 |
| nand4_4 | 1 | 1 |
| nor2_1 | 3 | 3 |
| nor3_1 | 2 | 2 |
| nor4_1 | 4 | 4 |
| nor4_2 | 1 | 1 |
| nor4_4 | 1 | 1 |
| nor4b_2 | 1 | 1 |
| o21ai_1 | 1 | 1 |
| o22ai_1 | 2 | 2 |
| o2bb2ai_1 | 1 | 1 |
| xnor2_1 | 9 | 9 |
| xor2_1 | 8 | 8 |
## area by class of cell
cell class              instances  area (um2)
well taps                      77        96.3
fillers                       685        5030
flip-flops and latches         29         662
clock inverters                 1        5.00
multi-input cells              65         490
repair buffers                 11         108
inverters                       7        26.3
clock buffers                   3        41.3
## synth_stat cells, types with 2 or more instances
master / count
nor3_1: 2
dfrtn_1: 8
ha_1: 3
nand3_1: 7
nand2_1: 11
o22ai_1: 2
dfrtp_1: 7
xnor2_1: 9
and3_1: 2
dfxtp_1: 13
nor2_1: 3
inv_1: 7
xor2_1: 8
mux2i_1: 4
nor4_1: 4
## worst paths after layout
| path | startpoint | to | depth (start not counted) | slack (ns) |
|---|---|---|---|---|
| worst min-delay path | btn1.q_reg[0] | btn1.q_reg[0] | 1 | 0.44 |
| worst max register to register | btn1.q_reg[0] | btn1.state_reg[7] | 5 | 1.83 |
| min in group asynchronous | reset | btn1.state_reg[4] | 2 | 0.76 |
| worst max-delay path | btn1.q_reg[0] | btn1.state_reg[7] | 5 | 1.83 |
| max in group asynchronous | reset | btn1.state_reg[5] | 2 | 2.15 |
| worst min register to register | btn1.q_reg[0] | btn1.q_reg[0] | 1 | 0.44 |
## worst register-to-register path, stage by stage (launching register included)
cell     delay, ns
dfxtp_1       0.34
inv_1         0.07
ha_1          0.13
nor4b_2       0.25
and3_1        0.39
mux2i_1       0.22
## cell families (layout without fill, tap and decap cells)
group                      after synthesis  after routing  share of synthesized area [%]
and+or+nand+nor                         37             37                           20.0
DFF                                     29             29                           55.8
xor gates and xnor gates                17             17                           12.6
buffers and inverters                    8             22                           2.85
AOI/OAI and AO/OA                        4              4                           2.21
muxes                                    4              4                           3.38
adders and majority gates                3              3                           3.16
## routing by layer
layer,track usage [%],vias up,share of wire (%)
met4,0.108,0,0
met3,1.57,0,9.6
li1,-,372,-
met1,5.30,343,52
met2,5.43,16,38
met5,0,-,0
Power figures rest on the tool's default switching activity, not on a simulated workload.
