==> ./design.v <==
`timescale 1ns / 1ps
module Clock_1Hz
#(parameter N= 30, M = 50000000)  
( input wire clk,
 output wire f
 );
reg [N-1:0] r_reg;
wire [N-1:0] r_next;
always @(posedge clk)
r_reg<=r_next;
assign r_next = (r_reg>=M)?0:r_reg + 1;
 assign f=r_reg[25] ;
endmodule
`timescale 1ns / 1ps
module ShiftRegiter(
input wire clk, 
input wire s_in,
output wire [7:0] q
 );
wire clk_o ;
Clock_1Hz clockdivider (clk,clk_o) ;
Shift_SIPO SIPO (clk_o,s_in, q);
endmodule
`timescale 1ns / 1ps
module Shift_SIPO(
  input wire clk,s_in, 
 output wire [7:0] q_out 
 );
reg [7:0] r_reg;
wire [7:0] r_next;
always@(negedge clk) 
r_reg<=r_next; 
assign r_next = {s_in,r_reg[7:1]};
assign q_out= r_reg;
endmodule
==> ./run.sh <==
#!/bin/bash
# OpenROAD 26Q1-2900-gdf79404cd8, Yosys 0.63+post, stock flow scripts
make -C /OpenROAD-flow-scripts/flow DESIGN_CONFIG=/design/flow/config.mk WORK_HOME=/design/flow/orfs finish
==> ./config.mk <==
export PLATFORM = sky130hd
export DESIGN_NAME = ShiftRegiter
export DESIGN_NICKNAME = ShiftRegiter
export VERILOG_FILES = /design/flow/design.v
export SDC_FILE = /design/flow/constraint.sdc
export NUM_CORES = 4
export LEC_CHECK = 1
export CORE_AREA = 10 10 107 107
export DIE_AREA = 0 0 117 117
==> ./constraint.sdc <==
current_design ShiftRegiter

set clk_period 3.4
set clk_io_pct 0.2

create_clock -name clk0 -period $clk_period [get_ports {clk}]

set non_clock_inputs [all_inputs -no_clocks]
set_input_delay [expr $clk_period * $clk_io_pct] -clock clk0 $non_clock_inputs
set_output_delay [expr $clk_period * $clk_io_pct] -clock clk0 [all_outputs]
==> impl_metrics.yaml <==
# flow metrics
synthesis:
  syn_area_per_cell_um2: 9.11
  async_flop_share_pct: 0
  synthFlopType: "dfxtp_1"
  area_leaders: "dfxtp_1 51%, xnor2_1 5.8%, nor2_1 4.2%"
  synth_flops: 38
  syn-cell-area_um2: 1500
  synth-edff-count: 0
  ys_types: 31
  yosysTopAreaCell: "dfxtp_1"
  ys_seq_share_pct: 50.6
  compound_area_share_pct: 10.1
  top_area_share_pct: 50.6
  adder_share_pct: 1.66
  syn_inst: 165
  ys_sh_mux_pct: 0
  yosys_area_um2: 1500
  yosys.area_share.simple_pct: 27.0
  yosys_cells: 165
  synth_warnings: 2
  top_logic_kind: "simple AND/OR/NAND/NOR gates"
  ys_sh_xor_pct: 7.57
floorplanning:
  dieArea_um2: 13700
  fp_util_pct: 16.4
  die_x_um: 117
  core_um2: 9200
  die_height_um: 117
  row_count: 35
  pin_count: 10
outcome:
  status: "completed"
placed_design:
  io_buffer_count: 9
  placed_area_um2: 1730
  gp_routability_congestion: 0.804
  dp_hpwl_mm: 1.92
  preCtsSetupSlack_ns: 1.22
route:
  wl_per_cell_um: 9.26
  detail_route.first_pass.iterations: 4
  viasPerCell: 4.01
  drt_iter0_markers: 81
  num_antenna_cells: 0
  drt-total-wl_mm: 2.70
  via_count: 1166
  drc: 0
  ant_nets: 0
timing:
  finalHoldViolCount: 0
  finalCritPeriodShare_pct: 64.1
  fmax_mhz: 459
  fin_ws_ns: 1.22
  period_needed_ns: 2.18
  untimed_endpoints: 16
  finClkSkew_ns: 0.00977
  finalSetupTns_ns: 0
  unclocked_pins: 8
  rsz0062_at_grt: "false"
  slew_violations: 0
  setup_viol: 0
job:
  openroad.warnings: 27
  maxCapViolations: 0
global_route:
  grt_pass1_wl_mm: 4.82
  antenna_found_initial: 0
  grtUsageTotal_pct: 4.17
  grt-ovfl-total: 0
  first_global_vias: 1086
  grt_max_degree: 27
clocking:
  cts_setup_buffers: 0
  ctsHoldBuffers: 0
  clockRootBuffer: "clkbuf_8"
  clock_path_buffers: 2
  clk_pin_slew_worst_paths_ns: 0.07
  cts_resized: 0
  cts_inserted_buffers: 5
  htreeDepth: 2
  worstSkewPairLatency_ns: 0.28
  tritoncts: "built"
power:
  switchingPower_uw: 132
  power_uw: 703
  p_leak_nw: 0.557
  clock_power_share_pct: 48.7
  internal-power_uw: 572
  p_seq_share_pct: 50.5
  comb_power_share_pct: 0.8
  swShare_pct: 18.7
  irDropWorstVdd_uv: 171
  power_density_nw_per_um2: 382
critical_path:
  reg2regPathDepth: 5
  arrival_ns: 2.40
  required_ns: 3.62
  endpoint_kind: "register"
  startpoint_type: "register"
  cp_max_fo: 9
  critPathKind: "reg2reg"
layout:
  drive_gt1_share_pct: 7.78
  nFillCells: 1004
  syn2layout_area_growth_pct: 22.5
  final_common_cell: "dfxtp_1"
  design_area_um2: 1840
  final_cell_mix: "38 x dfxtp_1, 17 x nor2_1, 11 x nand2_1"
  largest_reg_flops: 30
hold_path:
  hold_depth: 1
  min_path_type: "reg2reg"
==> cell type report <==
class | count | area [um2] | area share [%]
Clock buffer | 5 | 68.8 | 3.73
Inverter | 5 | 18.8 | 1.02
Sequential cell | 38 | 761 | 41.3
Tap cell | 111 | 139 | 7.54
Clock inverter | 3 | 40.0 | 2.17
Multi-Input combinational cell | 119 | 718 | 39.0
Timing Repair Buffer | 10 | 97.6 | 5.30
==> cells by family after synthesis <==
kind of cell    after synthesis
compound gates               26
xor+xnor                     13
fa+ha+maj                     2
buf+inv                      11
flops                        38
other cells                   1
simple gates                 74
==> power by group through the flow <==
stage	Clock, mW	Combinational [mW]	Sequential, mW
6_report	0.342	0.00544	0.355
5_1_grt	0.372	0.00654	0.355
4_1_cts	0.352	0.00556	0.355
==> path summary, 6_finish.rpt <==
| kind | start | end | slack (ns) |
|---|---|---|---|
| setup / recovery | clockdivider.r_reg[0] | clockdivider.r_reg[24] | 1.22 |
| hold / removal | clockdivider.r_reg[0] | clockdivider.r_reg[0] | 0.47 |
| setup reg to reg | clockdivider.r_reg[0] | clockdivider.r_reg[24] | 1.22 |
| hold reg to reg | clockdivider.r_reg[0] | clockdivider.r_reg[0] | 0.47 |
==> metrics by stage <==
stage	hold WS [ns]	instances	util, %
after detailed placement	0.462	283	18.9
after global routing	0.501	291	20.0
after floorplan	0.437	168	-
after global placement	0.453	283	18.9
after CTS	0.477	291	20.0
final	0.469	291	20.0
==> cell usage after synthesis, drive strengths merged (5+ instances only) <==
cell type and n:
xnor2 10, a21oi 11, inv 5, nor2 17, nand4 9, dfxtp 38, clkbuf 5, o21ai 8
nand2 11, nand3 8, or3 8
==> per-layer routing <==
metal | part of all wire, % | global-route usage (%) | wire [um] | up-vias
met5 | 0 | 0 | 0 | -
met4 | 0 | 0.329 | 0 | 0
met3 | 4.7 | 1.50 | 127 | 0
met2 | 45 | 6.00 | 1220 | 17
met1 | 50 | 6.13 | 1350 | 533
li1 | - | - | - | 616
==> worst max-delay path, stage by stage, from the launching register on <==
cell,delay [ns]
dfxtp_1,0.38
ha_1,0.26
nand4_1,0.17
or4_1,0.66
or4_4,0.53
a21oi_2,0.13
No activity file was given, so power comes from the tool's default toggle rates.
